**flow/run.sh**
```bash
#!/bin/bash
# OpenROAD 26Q1-2900-gdf79404cd8, Yosys 0.63+post, stock flow scripts
make -C /OpenROAD-flow-scripts/flow DESIGN_CONFIG=/design/flow/config.mk WORK_HOME=/design/flow/orfs finish
```
**flow/config.mk**
```make
export PLATFORM = sky130hd
export DESIGN_NAME = true_dual_port
export DESIGN_NICKNAME = true_dual_port
export VERILOG_FILES = /design/flow/design.v
export SDC_FILE = /design/flow/constraint.sdc
export NUM_CORES = 4
export LEC_CHECK = 1
export CORE_UTILIZATION = 30
```
**flow/constraint.sdc**
```tcl
current_design true_dual_port

set clk_period 6.3
set clk_io_pct 0.2

create_clock -name clk0 -period $clk_period [get_ports {clk_i}]

set non_clock_inputs [all_inputs -no_clocks]
set_input_delay [expr $clk_period * $clk_io_pct] -clock clk0 $non_clock_inputs
set_output_delay [expr $clk_period * $clk_io_pct] -clock clk0 [all_outputs]
```
**flow/design.v**
```verilog
`timescale 1ns / 1ps
module true_dual_port#(
  parameter RAM_WIDTH     = 32,
  parameter RAM_ADDR_BITS = 4
)
(
  input  logic                     clk_i,
  input  logic [RAM_ADDR_BITS-1:0] addr_a_i,
  input  logic [RAM_ADDR_BITS-1:0] addr_b_i,
  input  logic [RAM_WIDTH-1:0]     data_a_i,
  input  logic [RAM_WIDTH-1:0]     data_b_i,
  input  logic                     we_a_i,
  input  logic                     we_b_i,
  input  logic                     en_a_i,
  input  logic                     en_b_i,
  output logic [RAM_WIDTH-1:0]     data_a_o,
  output logic [RAM_WIDTH-1:0]     data_b_o
);
  localparam RAM_DEPTH = 2**RAM_ADDR_BITS;
  logic [RAM_WIDTH-1:0] bram [RAM_DEPTH-1:0];
  logic [RAM_WIDTH-1:0] ram_data_a_ff;
  logic [RAM_WIDTH-1:0] ram_data_b_ff;
  always_ff @(posedge clk_i) begin
    if (en_a_i) begin
      if (we_a_i)
        bram[addr_a_i] <= data_a_i;
      else
        ram_data_a_ff <= bram[addr_a_i];
    end
  end
  always_ff @(posedge clk_i) begin
    if (en_b_i) begin
      if (we_b_i)
        bram[addr_b_i] <= data_b_i;
      else
        ram_data_b_ff <= bram[addr_b_i];
    end
  end
  assign data_a_o = ram_data_a_ff;
  assign data_b_o = ram_data_b_ff;
endmodule
```
==> flow_summary.toml <==
# physical design summary
[status]
status = "finished, final reports clean"

[sta]
setup_viol = 0
slew_headroom_pct = 32.6
worst_slew_pin_slew_ns = 1.01
timing.final.crit_share_pct = 67.0
max_freq_mhz = 237
rsz0062_at_grt = "no"
slew_viol_final = 0
tns_ns = 0
finalCriticalPeriod_ns = 4.22
finalClockSkew_ns = 0.0329
setup_slack_ns = 2.08
hold_viol = 0
worst_hold_slack_ns = 0.783

[setup_path]
critPathMaxStageDelay_ns = 1.08
crit_type = "primary input to flop"
cp.arrival_ns = 4.57
endpoint_kind = "flop"
crit_fanout = 23
crit_slowest_cell = "nor2_4"
crit_path_start_kind = "primary input"
crit_chain = "clkdlybuf4s50_1, nand4_1, nor2_4, buf_4, mux2_2"
critPathRequiredTime_ns = 6.65

[synth]
ys_area_um2 = 31400
syn_inst = 1803
ys_types = 26
topCellsByArea = "edfxtp_1, mux4_2, mux2_2"
ys_warn_count = 1
ys_ff = 576
postSynthAreaPerCell_um2 = 17.4
async_flop_share_pct = 0
netlist_area_um2 = 31400
top_cell = "edfxtp_1"
ys_cells = 1803
ys_seq_share_pct = 55.1
synth_top_area_share_pct = 55.1
synthTopCellsByCount = "edfxtp_1, mux2_2, mux4_2, a22oi_1, clkbuf_1"
edf_count = 576
largest_area_cell = "edfxtp_1"
flop_cell = "edfxtp_1"

[clock_tree]
numCtsBuffers = 66
cts_root_buf = "clkbuf_16"
clockBufferDepth = 3
clock_sinks = 576
clk_latency_ns = 0.63
cts_max_level = 3
cts_tree = "yes"
ctsHoldBuffers = 0
cts_resized = 0
cts_setup_buffers = 0
cts.clk_slew.worst_paths_ns = 0.06

[place]
routabilityCongestion = 0.857
pre_cts_ws_ns = 1.50
hpwl_um = 56600
dp.cells = 3172
io_buffers = 140

[grt]
track_usage_pct = 19.7
grt_pass1_wl_um = 142000
grt_pass1_vias = 20300
grt-ovfl-total = 0
grt_antenna_before_repair = 4
grt_max_degree = 92

[drt]
drt_iter0_markers = 899
wl_um = 97700
routedWlPerCell_um = 29.7
drc_errors = 0
ant_nets = 0
first_pass_iters = 6
vias = 18500
vias_per_cell = 5.61

[power]
power_frac_seq_pct = 48.6
p_comb_share_pct = 10.6
peakVddDrop_v = 0.000164
switchingPower_mw = 2.12
leakagePower_nw = 11.4
p_clk_share_pct = 40.8
swShare_pct = 23.5
power_density_nw_per_um2 = 248
intPower_mw = 6.90

[floorplanning]
row_count = 118
dieHeight_um = 326
fp_util_pct = 30.3
coreArea_um2 = 104000
die_area_um2 = 106000
ios = 141
die_w_um = 326

[flow_run]
maxCapViolCount = 0
warnings = 25

[cells_and_area]
instances_no_fill = 3291
drive_above_1_share_pct = 50.4
syn_to_final_growth_pct = 15.9

[worst_hold_path]
hold_class = "flop to flop"
layer usage:
layer / wire length [µm] / GRT usage, % / vias up
met3: 14800 / 13.3 / 195
met1: 34900 / 24.1 / 9466
met4: 2850 / 4.55 / 8
met5: 174 / 1.42 / -
li1: - / - / 7618
met2: 44900 / 29.1 / 1191
registers in the layout (all words and copies together), names as in the netlist:
signal / cells
ram_data_b_ff: 32
ram_data_a_ff: 32
bram: 512
cells in the final DEF, fill, tap and decap left out, types with 3 or more instances in the layout:
cell             count
a22oi_1            128
buf_12               4
buf_4               53
bufinv_16            3
clkbuf_1            15
clkbuf_16           68
clkdlybuf4s50_1    136
clkinv_1            16
clkinv_2            10
clkinv_8             3
edfxtp_1           576
mux2_2             509
mux2_4               3
mux4_2             256
nand2_1             67
nand2b_1             4
nand2b_2             3
nor2_4              11
nor2b_4              6
o21ai_4              6
o22ai_4              9
layout make-up:
cell class	instances	area [µm²]
timing repair buffer	197	1890
multi-input combinational	1019	13500
fill	9575	67200
tap	1380	1730
antenna	1	2.50
clock inverter	35	274
sequential	576	17300
clock buffer	83	1760
worst paths after layout:
kind / depth (start not counted) / to / slack [ns] / start
worst max-delay path: 5 / bram[14][9] / 2.08 / addr_a_i[3]
worst min-delay path: 3 / ram_data_a_ff[8] / 0.78 / bram[15][8]
worst max register to register: 3 / ram_data_a_ff[27] / 4.56 / bram[11][27]
worst min register to register: 3 / ram_data_a_ff[8] / 0.78 / bram[15][8]
kinds of logic (layout without fill, tap and decap cells):
kind of cell           count (synthesis)  after routing  synth area share, %
multiplexers                         768            768                 36.8
flip-flops                           576            576                 55.1
buffers and inverters                208            315                 3.15
AND-OR/OR-AND                        144            144                 3.36
AND/OR/NAND/NOR                      107            107                 1.65
other                                  0              1                    0
worst max-delay path: cells and delay by family:
| kind | cells | cell delay, ns |
|---|---|---|
| simple gates | 2 | 1.85 |
| buf+inv | 2 | 1.08 |
| mux | 1 | 0.35 |
metrics by stage:
stage | instance area [µm²] | power [mW] | utilization [%]
after global placement | 34400 | 5.40 | 33.2
after global routing | 36400 | 9.29 | 35.1
after detailed placement | 34400 | 5.42 | 33.2
after CTS | 36400 | 9.09 | 35.1
final | 36400 | 9.02 | 35.1
after floorplan | 31400 | 5.05 | -
power by group through the flow:
| stage | Sequential, mW | Combinational [mW] | Clock [mW] |
|---|---|---|---|
| final | 4.38 | 0.957 | 3.68 |
| after CTS | 4.38 | 0.963 | 3.74 |
| after global routing | 4.39 | 1.03 | 3.87 |
Power figures rest on the tool's default switching activity, not on a simulated workload.
