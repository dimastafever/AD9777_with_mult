**run.sh**
```bash
#!/bin/bash
# OpenROAD 26Q1-2900-gdf79404cd8, Yosys 0.63+post, stock flow scripts
make -C /OpenROAD-flow-scripts/flow DESIGN_CONFIG=/design/flow/config.mk WORK_HOME=/design/flow/orfs finish
```
**config.mk**
```make
export PLATFORM = sky130hd
export DESIGN_NAME = top
export DESIGN_NICKNAME = top
export VERILOG_FILES = /design/flow/design.v
export SDC_FILE = /design/flow/constraint.sdc
export NUM_CORES = 4
export LEC_CHECK = 1
export CORE_UTILIZATION = 30
```
**constraint.sdc**
```tcl
current_design top

set clk_period 16.1
set clk_io_pct 0.2

create_clock -name clk0 -period $clk_period [get_ports {GCLK}]

set non_clock_inputs [all_inputs -no_clocks]
set_input_delay [expr $clk_period * $clk_io_pct] -clock clk0 $non_clock_inputs
set_output_delay [expr $clk_period * $clk_io_pct] -clock clk0 [all_outputs]
```
**design.v**
```verilog
module fifo #(
    parameter DATA_WIDTH = 32,
    parameter DEPTH = 16,
    parameter START_NUMBER = 0
)(
    input  logic clk,
    input  logic reset_n,
    output  logic [DATA_WIDTH-1:0] s_axis_tdata,
    output  logic s_axis_tvalid,
    input logic s_axis_tready,
    input logic [DATA_WIDTH-1:0] m_axis_tdata,
    input logic m_axis_tvalid,
    output  logic m_axis_tready
);
    logic [DATA_WIDTH-1:0] mem [0:DEPTH-1];
    logic [$clog2(DEPTH)-1:0] wr_ptr;
    logic [$clog2(DEPTH)-1:0] rd_ptr;
    logic [$clog2(DEPTH):0] count;
    logic full, empty;
    assign full = (count == DEPTH);
    assign empty = (count == 0);
    assign m_axis_tready = !full;  
    assign s_axis_tvalid = (!empty);
    always_ff @(posedge clk or negedge reset_n) begin
        if (!reset_n) begin
            wr_ptr <= 0;
            rd_ptr <= 0;
            count <= START_NUMBER;
            s_axis_tdata <= 0;
        end else begin
            if (m_axis_tvalid && m_axis_tready) begin
                mem[wr_ptr] <= m_axis_tdata;
                wr_ptr <= (wr_ptr == DEPTH-1) ? 0 : wr_ptr + 1;
            end
            if (s_axis_tvalid && s_axis_tready ) begin
                s_axis_tdata <= mem[rd_ptr];
                rd_ptr <= (rd_ptr == DEPTH-1) ? 0 : rd_ptr + 1;
            end
            case ({m_axis_tvalid && m_axis_tready, s_axis_tvalid && s_axis_tready})
                2'b01: count <= count - 1;   
                2'b10: count <= count + 1;   
                2'b11: count <= count;       
                default: ;                   
            endcase
        end
    end
endmodule
module fixed_point_linear #(
    parameter INTEGER_W = 16,
    parameter FRACTIONAL_W = 16,
    parameter VALUE_OG_WIDTH = INTEGER_W + FRACTIONAL_W,
    parameter K_WIDTH = 32,  
    parameter B_WIDTH = INTEGER_W + FRACTIONAL_W,
    parameter VALUE_OUT_WIDTH = INTEGER_W + FRACTIONAL_W,
    parameter MULT_RESULT_WIDTH = VALUE_OG_WIDTH + K_WIDTH
) (
    input  logic clk,
    input  logic rst_n,
    input  logic signed [VALUE_OG_WIDTH-1:0] value_og,
    input  logic signed [K_WIDTH-1:0] k,
    input  logic signed [B_WIDTH-1:0] b,
    input  logic                      valid_i,
    output logic                      ready_o,
    input  logic                      ready_i,
    output logic                      valid_o,
    output logic signed [VALUE_OUT_WIDTH-1:0] value_out
);
    logic signed [VALUE_OG_WIDTH-1:0] value_og_reg;
    logic signed [K_WIDTH-1:0] k_reg;
    logic signed [B_WIDTH-1:0] b_reg;
    logic signed [MULT_RESULT_WIDTH-1:0] multiplication_reg;
    logic signed [MULT_RESULT_WIDTH-1:0] scaled_mult_reg;
    logic signed [VALUE_OUT_WIDTH-1:0] value_out_reg;
    logic valid_stage1, valid_stage2, valid_stage3, valid_stage4;
    logic signed [MULT_RESULT_WIDTH-1:0] multiplication;
    logic signed [MULT_RESULT_WIDTH-1:0] scaled_mult;
    logic signed [MULT_RESULT_WIDTH-1:0] addition;
    logic signed [VALUE_OUT_WIDTH-1:0] max_positive;
    logic signed [VALUE_OUT_WIDTH-1:0] max_negative;
    assign ready_o = ~valid_stage1 || (valid_stage1 && ready_i);
    always_ff @(posedge clk) begin
        if (!rst_n) begin
            value_og_reg <= '0;
            k_reg <= '0;
            b_reg <= '0;
            valid_stage1 <= 1'b0;
        end else begin
            if (ready_o) begin  
                value_og_reg <= value_og;
                k_reg <= k;
                b_reg <= b;
                valid_stage1 <= valid_i;
            end
        end
    end
    always_ff @(posedge clk) begin
        if (!rst_n) begin
            multiplication_reg <= '0;
            valid_stage2 <= 1'b0;
        end else begin
            if (valid_stage1) begin  
                multiplication_reg <= value_og_reg * k_reg;
                valid_stage2 <= valid_stage1;
            end else begin
                valid_stage2 <= 1'b0;
            end
        end
    end
    assign multiplication = multiplication_reg;
    always_ff @(posedge clk) begin
        if (!rst_n) begin
            scaled_mult_reg <= '0;
            valid_stage3 <= 1'b0;
        end else begin
            if (valid_stage2) begin  
                scaled_mult_reg <= multiplication >>> FRACTIONAL_W;  
                valid_stage3 <= valid_stage2;
            end else begin
                valid_stage3 <= 1'b0;
            end
        end
    end
    assign scaled_mult = scaled_mult_reg;
    always_ff @(posedge clk) begin
        if (!rst_n) begin
            value_out_reg <= '0;
            valid_stage4 <= 1'b0;
        end else begin
            if (valid_stage3) begin  
                addition = scaled_mult + {{(MULT_RESULT_WIDTH-B_WIDTH){b_reg[B_WIDTH-1]}}, b_reg};
                max_positive = (1 << (VALUE_OUT_WIDTH-1)) - 1;   
                max_negative = -(1 << (VALUE_OUT_WIDTH-1));      
                if ($signed(addition) > $signed(max_positive)) begin
                    value_out_reg <= max_positive;
                end else if ($signed(addition) < $signed(1'b0)) begin
                    value_out_reg <= 0;
                end else begin
                    value_out_reg <= addition[VALUE_OUT_WIDTH-1:0];
                end
                valid_stage4 <= valid_stage3;
            end else begin
                valid_stage4 <= 1'b0;
            end
        end
    end
    always_ff @(posedge clk) begin
        if (!rst_n) begin
            valid_o <= 1'b0;
            value_out <= '0;
        end else begin
            if (ready_i) begin  
                valid_o <= valid_stage4;
                value_out <= value_out_reg;
            end
        end
    end
endmodule
`timescale 1ns / 1ps
module parallel_DAC #(     
    parameter FIFO_DEPTH = 4,
    parameter DATA_WIDTH = 32,
    parameter START_NUMBER = 4       
)(
    input logic      in_clk,
    input logic      in_reset,
    input logic      in_sdo, 
    input logic [DATA_WIDTH-1:0] in_data,
    input logic      valid, 
    output logic      ready,
    output logic     out_sclk,
    output logic     out_ss,
    output logic     out_sdio,
    output logic     out_busy,
    output logic        sel_1_0,
    output logic        sel_1_1,
    output logic        sel_2_0,
    output logic        sel_2_1,
    output logic        AS2_r,
    output logic [15:0] out_data
);
    logic      in_start;
    logic [5:0] timer;
    logic sclk, sclk_buf;
    logic sdio, ss, busy;
    logic [15:0] dout;
    logic [7:0] counter_data;
    logic [3:0] timer_sclk;
    logic [5:0] timer_delay;
    logic [15:0] data;
    logic sclk_pos; assign sclk_pos = ~sclk_buf & sclk;
    logic sclk_neg; assign sclk_neg = ~sclk & sclk_buf;
    logic     data_went;
    assign data [15:0] = in_data[15:0];
    assign out_sdio = sdio;
    assign out_sclk = sclk;
    assign out_ss = ss;
    assign out_busy = busy;
    logic [2:0] sel_r;
    logic block;
    always_ff @(posedge in_clk or negedge in_reset) begin
        if(!in_reset) begin
            timer_sclk <= 4'd0;
        end else begin
            timer_sclk <= (in_start && (timer_sclk < 4'd5)) ? 
                         timer_sclk + 1 : 4'd0;
        end
    end
    always_ff @(posedge in_clk or negedge in_reset) begin
        if(!in_reset) begin
            in_start <= 'd0;
        end else if (valid && ready ) begin
            in_start <= 1'b1;
        end else if (timer_delay == 6'd30 )
            in_start <= 'd0;
    end
    always_ff @(posedge in_clk or negedge in_reset) begin
        if(!in_reset) begin
            out_data <= 'd0;
        end else if (in_start) begin
            if (timer_delay == 6'd29) begin
                out_data <= data;
            end 
        end
    end
    always_ff @(posedge in_clk or negedge in_reset) begin
        if(!in_reset) begin
            sclk <= 1'b1;
        end else begin
            if(in_start) begin
                if(timer_sclk == 4'd4 && counter_data != 8'd16) 
                    sclk <= ~sclk;
                else if(counter_data == 8'd16) 
                    sclk <= 1'b1;
            end else begin
                sclk <= 1'b1;
            end
        end
    end
    always_ff @(posedge in_clk or negedge in_reset) begin
        if(!in_reset) begin
            sclk_buf <= 1'b1;
        end else begin
            sclk_buf <= sclk;
        end
    end
    always_ff @(posedge in_clk or negedge in_reset) begin
        if(!in_reset) begin
            counter_data <= 8'd0;
        end else begin
            if(in_start) begin
                if(sclk_pos && (counter_data < 8'd16)) 
                    counter_data <= counter_data + 1;
                else if( !in_start)
                    counter_data <= 8'd0;
            end else begin
                counter_data <= 8'd0;
            end
        end
    end
    always_ff @(posedge in_clk or negedge in_reset) begin
        if(!in_reset) begin
            dout <= 16'd0;
            block <= 0;
        end else begin
            if(in_start && !block) begin
                if(counter_data == 8'd0) begin
                    dout <= in_data[31:16];
                end else if((counter_data > 0) && (counter_data < 16) && sclk_neg) begin
                    dout <= {dout[14:0], 1'b0};
                end else if(counter_data == 16)
                 block <= 1'b1;   
            end 
        end
    end
        always_comb begin
        if(!in_reset) begin
            ready <= 1'b0;
        end else begin
            if (valid && !in_start) begin
                ready <= 1'b1;
            end else  begin
                ready <= 1'b0;
            end
        end
    end
    always_ff @(posedge in_clk or negedge in_reset) begin
        if(!in_reset) begin
            sdio <= 1'b0;
        end else begin
            sdio <= (in_start) ? dout[15] : 1'b0;
        end
    end
    always_ff @(posedge in_clk or negedge in_reset) begin
        if(!in_reset) begin
            timer_delay <= 6'd0;
        end else begin
            if(in_start) begin
                if((counter_data == 8'd16) && (timer_delay < 6'd30)) 
                    timer_delay <= timer_delay + 1;
                else if(counter_data != 8'd16) 
                    timer_delay <= 6'd0;
            end else begin
                timer_delay <= 6'd0;
            end
        end
    end
    always_ff @(posedge in_clk or negedge in_reset) begin
        if(!in_reset) begin
            ss <= 1'b1;
        end else begin
            ss <= (busy) ? 1'b0 : 1'b1;
        end
    end
    always_ff @(posedge in_clk or negedge in_reset) begin
        if(!in_reset) begin
            busy <= 1'b0;
            data_went <= 1'b0; 
        end else begin
            if( in_start) begin
                busy <= (timer_delay != 6'd30);          
                data_went <= (timer_delay == 6'd29); 
            end else begin
                busy <= 1'b0;
            end
        end
    end
     always_ff @(posedge in_clk) begin
    if (!in_reset) begin
        sel_r <= 'b0;
    end else if (data_went) begin
            sel_r<=sel_r + 1'b1;
       end else if(sel_r == 3'b010) begin
            AS2_r <= 1'b1;
        end else if(sel_r == 3'b100) begin
            sel_r <= 'b0;
            AS2_r <= 1'b0;
        end
end
assign sel_1_0 = (sel_r == 3'b001);
assign sel_1_1 = (sel_r == 3'b010);
assign sel_2_0 = (sel_r == 3'b011);
assign sel_2_1 = (sel_r == 3'b100);
endmodule
`timescale 1ns / 1ps
module top#(       
    parameter FIFO_DEPTH = 16,
    parameter DATA_WIDTH = 32,
    parameter START_NUMBER = 0    
)(
    input  logic        GCLK,
    input  logic        OTG_RESETN,
    input  logic [DATA_WIDTH-1:0] wdatax,
    input  logic [DATA_WIDTH-1:0] wdatay,
    input  logic        validx,
    input  logic        validy,
    input  logic [DATA_WIDTH-1:0] kx_u,
    input  logic [DATA_WIDTH-1:0] bx_u,
    input  logic [DATA_WIDTH-1:0] kx_c,
    input  logic [DATA_WIDTH-1:0] bx_c,
    input  logic [DATA_WIDTH-1:0] ky_u,
    input  logic [DATA_WIDTH-1:0] by_u,
    input  logic [DATA_WIDTH-1:0] ky_c,
    input  logic [DATA_WIDTH-1:0] by_c,
    output logic        sel_1_0,
    output logic        sel_1_1,
    output logic        sel_2_0,
    output logic        sel_2_1,
    output logic        AS2_r,
    output  logic       wready,
    output logic        JB1,
    output logic        JB2,
    output logic        JB3,
    output logic        JB4,
    output logic        JB7,
    output logic        JB8,
    output logic        JB9,
    output logic        JB10,
    output logic        JA1,
    output logic        JA2,
    output logic        JA3,
    output logic        JA4,
    output logic        JA7,
    output logic        JA8,
    output logic        JA9,
    output logic        JA10,
    output logic        JC1_N,
    output logic        JC1_P,
        input logic        JC2_N,
    output logic        JC2_P,
    output logic        JC3_N,
    output logic        JC3_P,
    output logic        JC4_N,
    output logic        JC4_P
);
 assign JC4_N = GCLK;
 assign JC1_P = 1'b0;
 logic [31:0]  in_data;
 logic  in_valid;
 logic in_ready;
    logic                  u_ready;
    logic                  u_valid;
    logic [DATA_WIDTH-1:0] u_data;
    logic                  c_ready;
    logic                  c_valid;
    logic [DATA_WIDTH-1:0] c_data;  
    logic [DATA_WIDTH-1:0] k_u;
    logic [DATA_WIDTH-1:0] b_u;
    logic [DATA_WIDTH-1:0] k_c;
    logic [DATA_WIDTH-1:0] b_c;
    logic [DATA_WIDTH-1:0] wdata;
    logic  wvalid;
    logic  store_valid;
    logic  done; 
always_ff @(posedge GCLK or negedge OTG_RESETN) begin
    if (!OTG_RESETN) begin
        store_valid <= 1'b0;
        done<= 1'b0;
    end else begin
        if (validx && validy) begin
            store_valid <= validy;
            done <= validy;
        end else if (!validx && !validy && u_valid) begin
            done <= store_valid;
            store_valid <=1'b0;
        end
    end
end
always_ff @(posedge GCLK or negedge OTG_RESETN) begin
        if (!OTG_RESETN) begin
        wdata <= '0;
        k_u <= '0;
        b_u <= '0;
        k_c <= '0;
        b_c <= '0;
        wvalid <= 1'b0;
    end else if (validx) begin
        wdata <= wdatax;
        k_u <= kx_u;
        b_u <= bx_u;
        wvalid <= validx;
    end else if (u_valid) begin
        if (store_valid) begin
            wdata <= wdatay;
            k_u <= ky_u;
            b_u <= by_u;
            k_c <= kx_c;
            b_c <= bx_c;
            wvalid <= u_valid;
        end else if (done) begin
            k_c <= ky_c;
            b_c <= by_c;
        end
    end else begin
        wdata <= '0;
        wvalid <= 1'b0;
    end
end
parallel_DAC #(
    .FIFO_DEPTH(FIFO_DEPTH),
    .DATA_WIDTH(DATA_WIDTH),
    .START_NUMBER(START_NUMBER)
)dac_inst (
    .in_clk(GCLK),
    .in_reset(OTG_RESETN),
    .in_sdo(JC2_N), 
    .in_data(in_data),
    .out_sclk(JC2_P),
    .out_ss(JC1_N),
    .out_sdio(JC3_P),
    .out_busy(),
    .AS2_r(AS2_r),
    .valid(in_valid), 
    .sel_1_0(sel_1_0),
    .sel_1_1(sel_1_1),
    .sel_2_0(sel_2_0),
    .sel_2_1(sel_2_1),
    .ready(in_ready),
    .out_data({JA1,JA2,JA3,JA4,JA7,JA8,JA9,JA10,JB1,JB2,JB3,JB4,JB7,JB8,JB9,JB10})
);
    fifo #(
        .DATA_WIDTH(DATA_WIDTH),
        .DEPTH(FIFO_DEPTH)
    ) fifo_inst (
        .clk(GCLK),
        .reset_n(OTG_RESETN),
        .s_axis_tdata(in_data),
        .s_axis_tvalid(in_valid),
        .s_axis_tready(in_ready),
        .m_axis_tdata({wdata[31:16],c_data[31:16]}),
        .m_axis_tvalid(c_valid),
        .m_axis_tready(c_ready)
    );
fixed_point_linear mult_u (
    .clk(GCLK),
    .rst_n(OTG_RESETN),
    .value_og({wdata[15:0],16'b0}),
    .k(k_u),
    .b(b_u),
    .valid_i(wvalid),
    .ready_o(wready),
    .ready_i(u_ready),
    .valid_o(u_valid),
    .value_out(u_data)
);
fixed_point_linear mult_code (
    .clk(GCLK),
    .rst_n(OTG_RESETN),
    .value_og(u_data),
    .k(k_c),
    .b(b_c),
    .valid_i(u_valid),
    .ready_o(u_ready),
    .ready_i(c_ready),
    .valid_o(c_valid),
    .value_out(c_data)
);
endmodule
```
==> out/qor.txt <==
Die area: 353,000 um^2
Placer Congestion: 0.902
Worst VDD drop: 0.0000946 V
Number of enable flip-flop cells: 513
Remaining global-route overflow: 0
Top delay family on crit path: buffers and inverters
Initial antenna violation count: 3
Yosys warning count: 7
Final Cell Area: 119,000 um^2
CTS-repair resized insts: 0
Design Power: 0.00952 W
N_diodes: 0
Seq share, synth: 0.301
Port Buffers: 349
Top-area cell share: 0.299
Synth cell types: 100
Vias in the first global route: 76,100
Mapped Area: 105,000 um^2
Area of placed instances: 114,000 um^2
Yosys Instances: 10,400
WL/cell: 17.8 um
Detailed Route Iter0 Violations: 3,333
Clock Skew: 88.1 ps
Area delta synth->final: 13.0%
Hpwl dp: 193,000 um
Post-synth area hogs: fa_1 (30%), edfxtp_1 (15%), dfxtp_1 (9.1%)
Setup TNS: 0 ps
Critical path type: clk2out
Tightest Pin Transition: 864 ps
CP required: 12,880 ps
Main synth FF type: edfxtp_1
Commonest Layout Cell: fa_1
Core Util, Final: 0.340
Buffers & Inverters on Critical Path: 3
Smallest hold slack: 348 ps
Status: complete, no violations
Hold-fix buffers, CTS: 0
Pre-Repair DR Iteration Count: 5
Routed vias: 72,000
Most frequent logic cells in the routed design: fa_1 (1,570), nand2_1 (1,513), inv_1 (1,475), and2_1 (761), a21oi_1 (554)
Rows: 217
Layout cells sized above 1: 0.0490
Ys async rst share: 0.212
Routed Antenna Nets: 0
Starting Density: 0.301
CP most frequent cell: clkbuf_16
Relative slew slack: 0.423
CP max stage cell: clkdlybuf4s50_1
Cell taking the most area after synthesis: fa_1
Type of element capturing the critical path: output pin
Die Y: 594 um
Clk slew on worst S/H paths: 50 ps
Final count of hold timing violations: 0
Mean Syn Cell Area: 10.1 um^2
Tool warnings: 48
DRC: 0
Max reg flops: 512
Insertion delay at the late pin of the worst-skew pair: 960 ps
Mapped Cells: 10,400
Largest net degree at the start of global routing: 129
Fin. max-slew vios: 0
Critical path arrival: 8680 ps
I/O pins: 354
Cell Pwr Density: 80.1 nW/um^2
Crit path launch type: clock port
Worst hold path type: reg2reg
Die W: 594 um
GRT Util Overall: 0.163
CTS tree: yes
Fillers: 34,900
Area reported by Yosys stat: 105,000 um^2
Post-CTS Repair Setup Buffers: 0
Routed vias/inst: 4.72
Max cap viols: 0
First-pass GRT wire length: 432,000 um
Post-synth regs: 1,256
Max incr delay on CP: 390 ps
RSZ-0062 raised after global routing: no
Critical Path Fanout Max: 2
Core area: 349,000 um^2
WL final: 271,000 um
Final setup fails: 0
Pleak: 51.5 nW
Crit-path cells: clkbuf_16 -> clkbuf_16 -> clkdlybuf4s50_1
-- worst reg2reg max path: stages, from the launching register on --
cell      delay [ps]
dfxtp_1          790
buf_4            420
nand2_1          160
fa_1             480
fa_1             510
inv_1             50
fa_1             510
inv_1             70
fa_1             530
inv_1             50
fa_1             490
fa_1             500
fa_1             540
inv_1             60
fa_1             510
inv_1             50
ha_1             420
and4_1           250
and3_1           220
inv_1             50
a211o_1          280
o211ai_1         540
nand4_1          240
nand3_1          260
nand3_1          170
a311oi_1         460
mux2_2           390
o311ai_0          80
-- cells by family (layout without fill, tap and decap cells) --
logic type,Yosys count,after routing,synth area share
multiplexers,368,368,0.0353
flip-flops,1256,1256,0.301
XOR/XNOR,178,178,0.0148
AND-OR/OR-AND,1472,1472,0.0893
other,1,3,0.0000357
buffers and inverters,2056,2292,0.0738
adder cells (fa/ha/maj),1985,1985,0.348
AND/OR/NAND/NOR,3094,3094,0.138
-- final timing paths --
kind / slack [ps] / from / cells past startpoint / to
max in group asynchronous: 11400 / OTG_RESETN / 4 / k_c[14]$_DFFE_PN0P_
worst min register to register: 350 / dac_inst.busy$_DFF_PN0_ / 1 / dac_inst.ss$_DFF_PN1_
min in group asynchronous: 2230 / OTG_RESETN / 1 / wdata[16]$_DFFE_PN0P_
worst max register to register: 6920 / mult_code.k_reg[2]$_SDFFE_PN0P_ / 27 / mult_code.multiplication_reg[62]$_SDFFE_PN0P_
worst max-delay path: 4200 / GCLK / 3 / JC4_N
worst min-delay path: 350 / dac_inst.busy$_DFF_PN0_ / 1 / dac_inst.ss$_DFF_PN1_
-- synthesized netlist by cell type (106+ instances only) --
cell type,instances
o21ai_0,292
xnor2_1,113
nor2_1,433
fa_1,1570
a22o_1,121
a21oi_1,555
dfxtp_1,477
mux2i_1,345
inv_1,1475
a21o_1,106
edfxtp_1,513
clkbuf_1,525
and2_1,758
nand2_1,1514
dfrtp_1,263
ha_1,415
-- through the flow --
step / setup slack, ps / std cells
after floorplan: 4730 / 10400
final: 4200 / 15200
after CTS: 4190 / 15200
after global routing: 4180 / 15200
after detailed placement: 4460 / 15000
after global placement: 4460 / 15000
-- power by group --
group	switching (W)	total [W]	internal, W
sequential	0.000184	0.00370	0.00351
clock	0.00136	0.00341	0.00205
combinational	0.00149	0.00241	0.000921
-- cell type report --
class	count	area, um^2	area share
Sequential cell	1256	31600	0.266
Timing Repair Buffer	545	4990	0.0420
Clock buffer	205	4260	0.0359
Multi-Input combinational cell	7100	66000	0.555
Tap cell	4599	5750	0.0484
Inverter	1482	5570	0.0469
Clock inverter	60	697	0.00586
-- layer usage --
layer / global-route usage / share of wire
met1: 0.219 / 0.41
met3: 0.0797 / 0.11
met2: 0.249 / 0.46
met5: 0.00176 / 0.00031
met4: 0.0273 / 0.019
Power figures rest on the tool's default switching activity, not on a simulated workload.
